==> design.v <==
module sync_count
(
    input  i_clk,
    input  i_hsync,
    input  i_vsync,
    output reg  o_hsync,
    output reg  o_vsync,
    output reg [9:0] o_col_count = 0,
    output reg [9:0] o_row_count = 0 
);
    parameter TOTAL_COLS = 800;
    parameter TOTAL_ROWS = 525;
    wire w_frame_start;
    always @(posedge i_clk) begin
        o_vsync <= i_vsync;
        o_hsync <= i_hsync;
    end
    always @(posedge i_clk) begin
        if ( w_frame_start == 1'b1) begin
            o_col_count <= 0;
            o_row_count <= 0;
        end
        else begin
            if ( o_col_count == (TOTAL_COLS - 1)) begin
                o_col_count<= 0;
                if (  o_row_count == (TOTAL_ROWS - 1) ) 
                    o_row_count<= 0;
                 else 
                    o_row_count <= o_row_count + 1;     
            end
            else begin 
                o_col_count<= o_col_count + 1;
            end
        end
    end
    assign w_frame_start = (~o_vsync & i_vsync);
endmodule
module vga_sync_porch
(
    input i_clk,
    input i_hsync,
    input i_vsync,
    input [2:0] i_red_video,
    input [2:0] i_green_video,
    input [2:0] i_blue_video,
    output reg o_hsync,
    output reg o_vsync,
    output reg [2:0] o_red_video,
    output reg [2:0] o_green_video,
    output reg [2:0] o_blue_video
);
    parameter VIDEO_WIDTH =    3;
    parameter TOTAL_COLS  =  800;
    parameter TOTAL_ROWS  =  525;
    parameter ACTIVE_COLS =  640;
    parameter ACTIVE_ROWS =  480;  
    parameter c_FRONT_PORCH_HORZ = 18;
    parameter c_BACK_PORCH_HORZ  = 50;
    parameter c_FRONT_PORCH_VERT = 10;
    parameter c_BACK_PORCH_VERT  = 33;
    wire w_hsync;
    wire w_vsync;
    wire [9:0] w_col_count;
    wire [9:0] w_row_count;
    reg [VIDEO_WIDTH-1:0] r_red_video = 0;
    reg [VIDEO_WIDTH-1:0] r_green_video = 0;
    reg [VIDEO_WIDTH-1:0] r_blue_video = 0;
    sync_count i5
    (
        .i_clk(i_clk),
        .i_hsync(i_hsync),
        .i_vsync(i_vsync),
        .o_hsync(w_hsync),
        .o_vsync(w_vsync),
        .o_col_count(w_col_count),
        .o_row_count(w_row_count)
    );
    always @(posedge i_clk) begin
        if ( (w_col_count < c_FRONT_PORCH_HORZ + ACTIVE_COLS) || (w_col_count > TOTAL_COLS - c_BACK_PORCH_HORZ) ) begin
            o_hsync <= 1'b1;
        end    
        else begin 
            o_hsync <= w_hsync;   
        end 
        if ( (w_row_count < c_FRONT_PORCH_VERT + ACTIVE_ROWS) || (w_row_count > TOTAL_ROWS - c_BACK_PORCH_VERT) ) begin
            o_vsync <= 1'b1;
        end    
        else begin 
            o_vsync <= w_vsync;   
        end 
    end
    always @(posedge i_clk) begin
        r_red_video   <=   i_red_video;
        r_green_video <= i_green_video;
        r_blue_video  <=  i_blue_video;
        o_red_video   <=   r_red_video;
        o_green_video <= r_green_video;
        o_blue_video  <=  r_blue_video;
    end
endmodule
==> run.sh <==
#!/bin/bash
# OpenROAD 26Q1-2900-gdf79404cd8, Yosys 0.63+post, stock flow scripts
make -C /OpenROAD-flow-scripts/flow DESIGN_CONFIG=/design/flow/config.mk WORK_HOME=/design/flow/orfs finish
==> config.mk <==
export PLATFORM = sky130hd
export DESIGN_NAME = vga_sync_porch
export DESIGN_NICKNAME = vga_sync_porch
export VERILOG_FILES = /design/flow/design.v
export SDC_FILE = /design/flow/constraint.sdc
export NUM_CORES = 4
export LEC_CHECK = 1
export CORE_AREA = 10 10 98 98
export DIE_AREA = 0 0 108 108
==> constraint.sdc <==
current_design vga_sync_porch

set clk_period 2.6
set clk_io_pct 0.2

create_clock -name clk0 -period $clk_period [get_ports {i_clk}]

set non_clock_inputs [all_inputs -no_clocks]
set_input_delay [expr $clk_period * $clk_io_pct] -clock clk0 $non_clock_inputs
set_output_delay [expr $clk_period * $clk_io_pct] -clock clk0 [all_outputs]
==> flow_summary.json <==
{
  "ir_drop_mv": 0.240,
  "tns_ns": 0,
  "r2r-end": "i5.o_row_count[6]",
  "ys_area_mm2": 0.00145,
  "antenna_found_initial": 0,
  "grtUsageTotal": 0.0474,
  "stdcell_count": 267,
  "final_util": 0.247,
  "yosysTopAreaCellShare": 0.579,
  "core_area_mm2": 0.00765,
  "grt-ovfl-total": 0,
  "synth_warnings": 2,
  "place_hpwl_mm": 1.99,
  "dp_cells": 259,
  "numClockSinks": 42,
  "rsz0062_at_grt": "false",
  "r2r_cells": 5,
  "top_cells_by_area": "dfxtp_1 58%, xor2_1 4.2%, nor2_1 3.1%",
  "holdBufCountCts": 0,
  "period_minus_slack_ns": 2.17,
  "p_per_area_mw_per_mm2": 682,
  "cts_resized": 0,
  "syn_inst": 139,
  "regToRegSetupSlack_ns": 0.43,
  "io-pin-count": 23,
  "die_width_um": 108,
  "first_pass_iters": 4,
  "critPathRequiredTime_ns": 2.82,
  "dieArea_mm2": 0.0117,
  "max_freq_mhz": 462,
  "via_per_inst": 3.94,
  "drc_errors": 0,
  "clockBufferDepth": 2,
  "routed_wl_mm": 2.72,
  "first_iter_violations": 36,
  "r2r_start": "i5.o_col_count[1]",
  "crit_arrival_ns": 2.38,
  "cp-start-kind": "register",
  "drive_above_1_share": 0.0667,
  "setup_viol_count_final": 0,
  "most_common_cell": "dfxtp_1",
  "finClkSkew_ns": 0.00371,
  "grt_max_degree": 16,
  "max_slew_margin": 0.654,
  "synth_area_mm2": 0.00145,
  "num_rows": 32,
  "cts_tree": "yes",
  "clkLatencyLatePin_ns": 0.29,
  "area_growth_pct": 30.2,
  "slew_violations": 0,
  "grt_pass1_wl_mm": 4.67,
  "cts_setup_buffers": 0,
  "tightest_slew_ns": 0.516,
  "synth-edff-count": 0,
  "crit_end": "i5.o_row_count[6]",
  "h-tree-depth": 2,
  "synth_flops": 42,
  "hold_class": "reg -> reg",
  "critical_path_class": "reg -> reg",
  "finalClockPeriodUsage": 0.833,
  "syn_avg_cell_area_um2": 10.4,
  "critPathCaptureType": "register",
  "cap_violations": 0,
  "yosys_most_used_dff": "dfxtp_1",
  "crit_fanout": 15,
  "warning_count": 26,
  "numCtsBuffers": 5,
  "synth_cell_types": 31,
  "p_leak_uw": 0.000646,
  "wl_per_cell_um": 10.2,
  "antenna_cells": 0,
  "common_cells": "42 x dfxtp_1, 12 x nor2_1, 9 x nand2_1",
  "final_antenna_net_count": 0,
  "ys_cells": 139,
  "gp_congestion": 0.800,
  "clockRootBuffer": "clkbuf_8",
  "port_buffers": 22,
  "grt_pass1_vias": 1062,
  "postSynthSeqShare": 0.579,
  "fp_util": 0.190,
  "path_clk_slew_ns": 0.08,
  "die_y_um": 108,
  "vias": 1053,
  "crit_path_start": "i5.o_col_count[1]",
  "hold_viol": 0,
  "status": "finished, final reports clean",
  "yosysTopAreaCell": "dfxtp_1",
  "async_reset_ff_frac": 0
}
-- layer usage --
layer  global-route usage  up-vias  routed length (µm)
li1                     -      548                   -
met4              0.00954        0                  26
met3               0.0151        5                 128
met1               0.0616      482                1330
met2               0.0763       18                1230
met5                    0        -                   0
-- cell families after synthesis --
group	after synthesis	share of synthesized area
adder cells (fa/ha/maj)	3	0.0259
flip-flops	42	0.579
XOR/XNOR	10	0.0603
AND/OR/NAND/NOR	58	0.225
buffers and inverters	7	0.0216
multiplexers	1	0.00690
AND-OR/OR-AND	18	0.0810
-- flip-flops by register name, summed over array words and instances (netlist names) --
name            count
i5.o_col_count     10
i5.o_row_count     10
o_blue_video        3
o_green_video       3
o_red_video         3
r_blue_video        3
r_green_video       3
r_red_video         3
i5.o_hsync          1
i5.o_vsync          1
o_hsync             1
o_vsync             1
-- layout by cell type, fill, tap and decap left out, drive strengths merged --
cell / count
nand3: 8
clkinvlp: 1
nor3: 1
nand2b: 2
or4: 3
xnor2: 3
or2: 1
o31ai: 3
o41ai: 3
nand2: 9
o211ai: 2
ha: 3
bufinv: 1
nor2: 12
clkdlybuf4s50: 22
inv: 3
or4b: 4
nor2b: 1
nand4: 5
nand3b: 1
xor2: 7
dfxtp: 42
a21oi: 6
nor4: 3
and4: 2
o31a: 1
or3: 4
o21ai: 3
and3: 2
mux2i: 1
clkbuf: 6
-- critical path, stage by stage, from the launching register on --
cell and delay [ns]:
dfxtp_1 0.39, ha_1 0.25, nand4_1 0.19, or3_1 0.55, or4_1 0.57, a21oi_1 0.15
-- cell type report --
type,count,area [µm²]
Fill cell,784,5760
Sequential cell,42,841
Multi-Input combinational cell,90,579
Timing Repair Buffer,22,220
Tap cell,102,128
Clock buffer,6,72.6
Clock inverter,2,37.5
Inverter,3,11.3
-- power by group --
part	internal, µW	switching, µW
registers	682	35.7
logic	47.8	26.0
clock network	286	211
total	1020	272
-- per-stage QoR --
stage | hold slack (ns) | setup slack [ns] | area [µm²] | power [µW]
after floorplan | 0.310 | 0.747 | 1450 | 760
after global placement | 0.310 | 0.584 | 1780 | 806
after detailed placement | 0.312 | 0.506 | 1780 | 807
after CTS | 0.331 | 0.459 | 1890 | 1310
after global routing | 0.334 | 0.271 | 1890 | 1350
final | 0.330 | 0.434 | 1890 | 1290
-- how the worst min path moves through the flow --
stage,startpoint,to,cells after the start
CTS,r_blue_video[0],o_blue_video[0],0
global route,r_blue_video[0],o_blue_video[0],0
finish,r_red_video[2],o_red_video[2],0
No activity file was given, so power comes from the tool's default toggle rates.
