==> ./design.v <==
module vga_sync_pulse
(
    input   i_clk,
    output  o_hsync,
    output  o_vsync,
    output reg [9:0] o_col_count = 0,
    output reg [9:0] o_row_count = 0
);
    parameter TOTAL_COLS = 800;
    parameter TOTAL_ROWS = 525;
    parameter ACTIVE_COLS = 640;
    parameter ACTIVE_ROWS = 480;
    always @(posedge i_clk) begin
        if( o_col_count == (TOTAL_COLS - 1))
        begin
            o_col_count<= 0;
            if (  o_row_count == (TOTAL_ROWS - 1) ) 
                o_row_count<= 0;
            else 
                o_row_count <= o_row_count + 1;     
        end    
        else begin
            o_col_count<= o_col_count + 1;
        end
    end
    assign o_hsync = o_col_count < (ACTIVE_COLS - 1) ? 1'b1 : 1'b0;
    assign o_vsync = o_row_count < (ACTIVE_ROWS - 1) ? 1'b1 : 1'b0;
endmodule
==> ./run.sh <==
#!/bin/bash
# OpenROAD 26Q1-2900-gdf79404cd8, Yosys 0.63+post, stock flow scripts
make -C /OpenROAD-flow-scripts/flow DESIGN_CONFIG=/design/flow/config.mk WORK_HOME=/design/flow/orfs finish
==> ./config.mk <==
export PLATFORM = sky130hd
export DESIGN_NAME = vga_sync_pulse
export DESIGN_NICKNAME = vga_sync_pulse
export VERILOG_FILES = /design/flow/design.v
export SDC_FILE = /design/flow/constraint.sdc
export NUM_CORES = 4
export LEC_CHECK = 1
export CORE_AREA = 10 10 104 104
export DIE_AREA = 0 0 114 114
==> ./constraint.sdc <==
current_design vga_sync_pulse

set clk_period 3.4
set clk_io_pct 0.2

create_clock -name clk0 -period $clk_period [get_ports {i_clk}]

set non_clock_inputs [all_inputs -no_clocks]
set_input_delay [expr $clk_period * $clk_io_pct] -clock clk0 $non_clock_inputs
set_output_delay [expr $clk_period * $clk_io_pct] -clock clk0 [all_outputs]
==> impl_metrics.env <==
# implementation run metrics
export IMPL_run_status="complete, no violations"
export IMPL_fp_coreArea_sq_um=8678
export IMPL_fp_dieW_microns=114
export IMPL_final_cells=229
export IMPL_clock_sinks=20
export IMPL_diodes=0
export IMPL_final_max_slew_viol_count=0
export IMPL_area_leaders="edfxtp_1 (29%), dfxtp_1 (20%), xor2_1 (6.0%), nor2_1 (4.4%), xnor2_1 (4.3%)"
export IMPL_ys_seq_share_pct=49.14
export IMPL_top_cells_by_count="nor2_1 (12), dfxtp_1 (10), edfxtp_1 (10)"
export IMPL_htree_levels=1
export IMPL_hpwlAfterDp_mm=1.683
export IMPL_hold_viol_final=0
export IMPL_worst_pin_slew_ns=0.8056
export IMPL_ys_sh_simple_pct=27.76
export IMPL_path_class="reg -> out"
export IMPL_fa_ha_area_share_pct=3.686
export IMPL_synth_cells=95
export IMPL_grt_pass1_wl_mm=3.698
export IMPL_numPortBuffers=22
export IMPL_synthFlopType="edfxtp_1"
export IMPL_routed_wl_mm=2.226
export IMPL_postCtsSetupRepairBufs=0
export IMPL_row_count=34
export IMPL_warnings=26
export IMPL_cts_root_buffer="clkbuf_8"
export IMPL_rsz0062_at_grt="no"
export IMPL_setup_viol=0
export IMPL_cts_resized=0
export IMPL_arrival_ns=1.85
export IMPL_logic_family="simple AND/OR/NAND/NOR gates"
export IMPL_fin_setup_tns_ns=0
export IMPL_clockBufferDepth=2
export IMPL_cts_tree="yes"
export IMPL_synth_cell_types=30
export IMPL_dr_pass1_iters=4
export IMPL_skew_ns=0.0006380
export IMPL_yosys_warnings=1
export IMPL_die_h_microns=114
export IMPL_ant_nets=0
export IMPL_yosys_area_top_type="edfxtp_1"
export IMPL_grtUsageTotal_pct=3.410
export IMPL_fp_utilization_pct=11.74
export IMPL_crit_path_end_kind="primary output"
export IMPL_ir_worst_vdd_v=0.0001309
export IMPL_clk_pin_slew_ns=0.07
export IMPL_syn_to_final_growth_pct=39.56
export IMPL_wire_per_inst_microns=9.721
export IMPL_most_common_cell="nor2_1"
export IMPL_mappedNetlistArea_sq_um=1018
export IMPL_grt_overflow=0
export IMPL_fin_total_pwr_uw=406.3
export IMPL_synth_async_reset_ratio_pct=0
export IMPL_crit_fanout=6
export IMPL_routed_via_density=3.419
export IMPL_cp_start_kind="flip-flop"
export IMPL_fmax_mhz=395.2
export IMPL_edf_count=10
export IMPL_finalCriticalPeriod_ns=2.531
export IMPL_post_place_cells=225
export IMPL_cts_hold_fix_buffers=0
export IMPL_crit_required_ns=2.72
export IMPL_power_leakage_uw=0.0004929
export IMPL_drc=0
export IMPL_powerDensity_nw_per_um2=285.8
export IMPL_hp_class="reg -> reg"
export IMPL_vias=783
export IMPL_yosysTopAreaCellShare_pct=29.48
export IMPL_finalClockPeriodUsage_pct=74.43
export IMPL_ys_cells=95
export IMPL_grt_max_degree=13
export IMPL_ys_sh_xor_pct=10.32
export IMPL_grt_pass1_vias=764
export IMPL_synthAoiAreaFrac_pct=6.511
export IMPL_synth_area_per_cell_sq_um=10.72
export IMPL_die_area_sq_um=13000
export IMPL_ys_chip_area_sq_um=1018
export IMPL_gp_congestion=0.7704
export IMPL_drtIter0Drc=30
export IMPL_numCtsBuffers=3
export IMPL_mux_area_share_pct=0.9828
export IMPL_drive_gt1_share_pct=9.091
export IMPL_maxCapViolCount=0
export IMPL_ioPinCount=23
export IMPL_ys_ff=20
export IMPL_clock_latency_late_pin_ns=0.25
export IMPL_slew_headroom_pct=45.89
export IMPL_antenna_found_initial=0
## cells in the final DEF, fill, tap and decap left out, types with 2 or more instances in the layout
cell             instances
clkbuf_8                 3
clkdlybuf4s50_1         22
dfxtp_1                 10
edfxtp_1                10
ha_1                     3
inv_1                    3
nand2_1                  7
nand3_1                  8
nand4_1                  5
nor2_1                  12
nor2b_1                  3
o21ai_0                  2
o31ai_1                  3
xnor2_1                  5
xor2_1                   7
## per-stage QoR
stage	setup WS [ns]	hold WS [ns]	area [sq um]	utilization [%]
floorplan	1.690	0.4408	1018	-
global placement	1.136	0.4832	1376	15.86
detailed placement	1.143	0.4866	1376	15.86
CTS	0.8268	0.5077	1421	16.38
global route	0.7246	0.5172	1421	16.38
finish	0.8694	0.5073	1421	16.38
## layer usage
layer	track usage, %	routed length (microns)	vias to the layer above
met3	2.020	261	2
met1	4.448	1083	356
met2	5.049	875	23
li1	-	-	402
met4	0.08354	4	0
met5	0	0	-
## sequential cells by signal (all words and copies together), names as in the netlist
name / count
o_col_count: 10
o_row_count: 10
## cell families after synthesis
group                    after synthesis
buffers and inverters                  4
XOR/XNOR                              12
AND-OR/OR-AND                          9
multiplexers                           1
flip-flops                            20
AND/OR/NAND/NOR                       46
adder cells (fa/ha/maj)                3
## layout make-up
cell class | instances | area (sq um)
Fill cell | 981 | 7257
Tap cell | 108 | 135.1
Sequential cell | 20 | 500.5
Timing Repair Buffer | 23 | 227.7
Clock buffer | 4 | 45.04
Inverter | 3 | 11.26
Multi-Input combinational cell | 71 | 501.7
## final timing paths
path	endpoint	cells after the start	slack, ns	start
setup / recovery	o_hsync	5	0.87	o_col_count[0]
hold / removal	o_col_count[0]	1	0.51	o_col_count[0]
hold reg to reg	o_col_count[0]	1	0.51	o_col_count[0]
setup reg to reg	o_row_count[8]	3	1.34	o_col_count[9]
## worst max-delay path: stages, from the launching register on
cell,delay [ns]
dfxtp_1,0.37
ha_1,0.29
nand4_1,0.17
nor2_1,0.07
o31ai_1,0.20
clkdlybuf4s50_1,0.50
## where the power goes
| part | switching [uW] | total (uW) | internal (uW) |
|---|---|---|---|
| registers | 0 | 250 | 250 |
| clock network | 72.7 | 156 | 83.2 |
| logic | 0 | 0.000273 | 0 |
Power and IR drop assume default switching activity.
